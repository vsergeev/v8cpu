$ cat flow/design.v
module v8cpu_alu (
	input [3:0] op,
	input [7:0] a,
	input [7:0] b,
	output reg [7:0] c,
	input [7:0] flags,
	output reg [7:0] newFlags);
	parameter	ALU_OP_ADD	= 4'b0000,
			ALU_OP_SUB	= 4'b0001,
			ALU_OP_AND	= 4'b0010,
			ALU_OP_OR	= 4'b0011,
			ALU_OP_XOR	= 4'b0100,
			ALU_OP_NOT	= 4'b0101,
			ALU_OP_CMP	= 4'b0110;
	parameter	FLAG_INDEX_EQ		= 'd0,
			FLAG_INDEX_GREATER	= 'd1;
	always @(*) begin
		c = a;
		newFlags = flags;
		case (op)
			ALU_OP_ADD: c = a + b;
			ALU_OP_SUB: c = a - b;
			ALU_OP_AND: c = a & b;
			ALU_OP_OR: c = a | b;
			ALU_OP_XOR: c = a ^ b;
			ALU_OP_NOT: c = ~a;
			ALU_OP_CMP: begin
				newFlags[FLAG_INDEX_EQ] = (a == b);
				newFlags[FLAG_INDEX_GREATER] = (a > b);
			end
		endcase
	end
endmodule
module v8cpu_io (
	input clk,
	input reset,
	input we,
	input [15:0] address,
	input [7:0] data,
	output reg [7:0] q,
	output reg [7:0] portA,
	output reg [7:0] portB,
	input [7:0] pinC,
	input [7:0] pinD);
	reg [7:0] q_reg;
	always @(posedge clk or negedge reset) begin
		if (!reset) begin
			portA <= 8'd0;
			portB <= 8'd0;
		end
		else if (we) begin
			if (address == 'h800) portA <= data;
			else if (address == 'h801) portB <= data;
			if (address == 'h800) $display("PortA:PortB = %01d", {portA, portB});
		end
		else begin
			if (address == 'h802) q_reg <= pinC;
			else if (address == 'h803) q_reg <= pinD;
		end
	end
	always @(*) begin
		if (address == 'h802) q = q_reg;
		else if (address == 'h803) q = q_reg;
		else q = 8'bZZZZZZZZ;
	end
endmodule
module v8cpu_cu (
	input clk,
	input reset,
	output reg [3:0] alu_op,
	output reg [7:0] alu_a,
	output reg [7:0] alu_b,
	input [7:0] alu_c,
	output [7:0] alu_flags,
	input [7:0] alu_newFlags,
	output reg memClk,
	output reg memWE,
	output reg [15:0] memAddress,
	output reg [7:0] memData,
	input [7:0] memQ);
	reg [15:0] v8CPU_IP;
	reg [7:0] v8CPU_RegisterFile[0:15];
	reg [7:0] v8CPU_Flags;
	parameter	FLAG_INDEX_EQ		= 'd0,
			FLAG_INDEX_GREATER	= 'd1;
	reg [15:0] Instruction;
	parameter 	INSTR_CLASS_MOVE	= 4'b0001,
			INSTR_CLASS_MOVE_IMM 	= 4'b0010,
			INSTR_CLASS_BRANCH	= 4'b0011,
			INSTR_CLASS_JUMP	= 4'b0100,
			INSTR_CLASS_MATH	= 4'b0101;
	reg [3:0] state;
	reg [3:0] nextState;
	parameter	STATE_FETCH_INSTR_LO 		= 'b0000,
			STATE_FETCH_INSTR_LO_READ 	= 'b0001,
			STATE_FETCH_INSTR_HI 		= 'b0010,
			STATE_FETCH_INSTR_HI_READ 	= 'b0011,
			STATE_DECODE			= 'b0100,
			STATE_CLASS_MOVE		= 'b0101,
			STATE_CLASS_MOVE_IMM		= 'b0110,
			STATE_CLASS_BRANCH		= 'b0111,
			STATE_CLASS_JUMP		= 'b1000,
			STATE_CLASS_MATH		= 'b1001,
			STATE_CLASS_MOVE_READ_MEM_CLK	= 'b1010,
			STATE_CLASS_MOVE_READ_MEM	= 'b1011,
			STATE_CLASS_MOVE_WRITE_MEM_CLK	= 'b1100,
			STATE_CLASS_MOVE_WRITE_MEM	= 'b1101,
			STATE_CLASS_NOP			= 'b1110;
	reg [15:0] n_memAddress;
	reg [7:0] n_memData;
	reg n_memClk;
	reg n_memWE;
	reg [15:0] n_v8CPU_IP;
	reg [15:0] calc_n_v8CPU_IP;
	reg [7:0] n_v8CPU_Flags;
	reg [7:0] n_Instruction_Lo;
	reg [7:0] n_Instruction_Hi;
	reg [3:0] n_Register_Index;
	reg [7:0] n_Register_Data;
	assign alu_flags = v8CPU_Flags;
	always @(state or Instruction or v8CPU_IP or v8CPU_Flags or memQ or calc_n_v8CPU_IP or alu_c or alu_newFlags or v8CPU_RegisterFile[0] or v8CPU_RegisterFile[1] or v8CPU_RegisterFile[2] or v8CPU_RegisterFile[3] or v8CPU_RegisterFile[4] or v8CPU_RegisterFile[5] or v8CPU_RegisterFile[6] or v8CPU_RegisterFile[7] or v8CPU_RegisterFile[8] or v8CPU_RegisterFile[9] or v8CPU_RegisterFile[10] or v8CPU_RegisterFile[11] or v8CPU_RegisterFile[12] or v8CPU_RegisterFile[13] or v8CPU_RegisterFile[14] or v8CPU_RegisterFile[15]) begin
		nextState = STATE_FETCH_INSTR_LO;
		n_memAddress = 'd0;
		n_memData = 'd0;
		n_memClk = 0;
		n_memWE = 0;
		n_Instruction_Lo = Instruction[7:0];
		n_Instruction_Hi = Instruction[15:8];
		n_v8CPU_IP = v8CPU_IP;
		n_v8CPU_Flags = v8CPU_Flags;
		n_Register_Index = 0;
		n_Register_Data = v8CPU_RegisterFile[0];
		alu_op = Instruction[11:8];
		alu_a = v8CPU_RegisterFile[Instruction[7:4]];
		alu_b = v8CPU_RegisterFile[Instruction[3:0]];
		case (state)
			STATE_FETCH_INSTR_LO: begin
				n_memAddress = v8CPU_IP;
				n_memClk = 1;
				nextState = STATE_FETCH_INSTR_LO_READ;
			end
			STATE_FETCH_INSTR_LO_READ: begin
				#1 n_Instruction_Lo = memQ;
				n_memAddress = v8CPU_IP+1;
				nextState = STATE_FETCH_INSTR_HI;
			end
			STATE_FETCH_INSTR_HI: begin
				n_memAddress = v8CPU_IP+1;
				n_memClk = 1;
				nextState = STATE_FETCH_INSTR_HI_READ;
			end
			STATE_FETCH_INSTR_HI_READ: begin
				#1 n_Instruction_Hi = memQ;
				nextState = STATE_DECODE;
			end
			STATE_DECODE: begin
				case (Instruction[15:12])
					INSTR_CLASS_MOVE_IMM: nextState = STATE_CLASS_MOVE_IMM;
					INSTR_CLASS_BRANCH: nextState = STATE_CLASS_BRANCH;
					INSTR_CLASS_JUMP: nextState = STATE_CLASS_JUMP;
					INSTR_CLASS_MATH: nextState = STATE_CLASS_MATH;
					INSTR_CLASS_MOVE: begin
						case (Instruction[11:8])
							'b0000: nextState = STATE_CLASS_MOVE;
							'b0001: begin
								n_memAddress = {v8CPU_RegisterFile[14], v8CPU_RegisterFile[15]};
								nextState = STATE_CLASS_MOVE_READ_MEM_CLK;
							end
							'b0010: begin
								n_memAddress = {v8CPU_RegisterFile[14], v8CPU_RegisterFile[15]};
								n_memData = v8CPU_RegisterFile[Instruction[7:4]];
								n_memWE = 1;
								nextState = STATE_CLASS_MOVE_WRITE_MEM_CLK;
							end
							default: nextState = STATE_CLASS_NOP;
						endcase
					end
					default: nextState = STATE_CLASS_NOP;
				endcase
			end
			STATE_CLASS_BRANCH: begin
				if (Instruction[7]) calc_n_v8CPU_IP = v8CPU_IP - {8'b0000_0000, ((~Instruction[6:0])+1'b1) << 1};
				else calc_n_v8CPU_IP = v8CPU_IP + {8'b0000_0000, Instruction[6:0] << 1};
				n_v8CPU_IP = v8CPU_IP+2;
				case (Instruction[11:8])
					'b0000: n_v8CPU_IP = calc_n_v8CPU_IP;
					'b0001: if (v8CPU_Flags[FLAG_INDEX_EQ]) n_v8CPU_IP = calc_n_v8CPU_IP;
					'b0010: if (!v8CPU_Flags[FLAG_INDEX_EQ]) n_v8CPU_IP = calc_n_v8CPU_IP;
					'b0011: if (v8CPU_Flags[FLAG_INDEX_GREATER]) n_v8CPU_IP = calc_n_v8CPU_IP;
					'b0100: if (!v8CPU_Flags[FLAG_INDEX_GREATER]) n_v8CPU_IP = calc_n_v8CPU_IP;
				endcase
				n_memAddress = n_v8CPU_IP;
				nextState = STATE_FETCH_INSTR_LO;
			end
			STATE_CLASS_JUMP: begin
				n_v8CPU_IP = ({v8CPU_RegisterFile[14], v8CPU_RegisterFile[15]} << 1);
				n_memAddress = n_v8CPU_IP;
				nextState = STATE_FETCH_INSTR_LO;
			end
			STATE_CLASS_MOVE_IMM: begin
				n_Register_Index = Instruction[11:8];
				n_Register_Data = Instruction[7:0];
				setupFetch;
			end
			STATE_CLASS_MATH: begin
				alu_op = Instruction[11:8];
				alu_a = v8CPU_RegisterFile[Instruction[7:4]];
				alu_b = v8CPU_RegisterFile[Instruction[3:0]];
				n_Register_Index = Instruction[7:4];
				n_Register_Data = alu_c;
				n_v8CPU_Flags = alu_newFlags;
				setupFetch;
			end
			STATE_CLASS_MOVE: begin
				n_Register_Index = Instruction[7:4];
				n_Register_Data = v8CPU_RegisterFile[Instruction[3:0]];
				setupFetch;
			end
			STATE_CLASS_MOVE_READ_MEM_CLK: begin
				n_memAddress = {v8CPU_RegisterFile[14], v8CPU_RegisterFile[15]};
				n_memClk = 1;
				nextState = STATE_CLASS_MOVE_READ_MEM;
			end
			STATE_CLASS_MOVE_READ_MEM: begin
				n_Register_Index = Instruction[7:4];
				n_Register_Data = memQ;
				setupFetch;
			end
			STATE_CLASS_MOVE_WRITE_MEM_CLK: begin
				n_memAddress = {v8CPU_RegisterFile[14], v8CPU_RegisterFile[15]};
				n_memData = v8CPU_RegisterFile[Instruction[7:4]];
				n_memWE = 1;
				n_memClk = 1;
				nextState = STATE_CLASS_MOVE_WRITE_MEM;
			end
			STATE_CLASS_MOVE_WRITE_MEM: begin
				setupFetch;
			end
			STATE_CLASS_NOP: begin
				setupFetch;
			end
		endcase
	end
	task setupFetch;
	begin
		n_v8CPU_IP = v8CPU_IP+2;
		n_memAddress = v8CPU_IP+2;
		nextState = STATE_FETCH_INSTR_LO;
	end
	endtask
	integer i;
	always @(posedge clk or negedge reset) begin
		if (!reset) begin
			v8CPU_RegisterFile[0] <= 'd0; v8CPU_RegisterFile[1] <= 'd0;
			v8CPU_RegisterFile[2] <= 'd0; v8CPU_RegisterFile[3] <= 'd0;
			v8CPU_RegisterFile[4] <= 'd0; v8CPU_RegisterFile[5] <= 'd0;
			v8CPU_RegisterFile[6] <= 'd0; v8CPU_RegisterFile[7] <= 'd0;
			v8CPU_RegisterFile[8] <= 'd0; v8CPU_RegisterFile[9] <= 'd0;
			v8CPU_RegisterFile[10] <= 'd0; v8CPU_RegisterFile[11] <= 'd0;
			v8CPU_RegisterFile[12] <= 'd0; v8CPU_RegisterFile[13] <= 'd0;
			v8CPU_RegisterFile[14] <= 'd0; v8CPU_RegisterFile[15] <= 'd0;
			v8CPU_IP <= 16'h0000;
			v8CPU_Flags <= 'd0;
			state <= 'd0;
			memAddress <= 'd0;
			memData <= 'd0;
			memClk <= 0;
			memWE <= 0;
			Instruction <= 'd0;
		end
		else begin
			state <= nextState;
			memAddress <= n_memAddress;
			memData <= n_memData;
			memClk <= n_memClk;
			memWE <= n_memWE;
			Instruction[15:8] <= n_Instruction_Hi;
			Instruction[7:0] <= n_Instruction_Lo;
			v8CPU_IP <= n_v8CPU_IP;
			v8CPU_Flags <= n_v8CPU_Flags;
			v8CPU_RegisterFile[n_Register_Index] <= n_Register_Data;
			if (state == STATE_DECODE) begin
				$display("IP: %08X", v8CPU_IP);
				$display("Flags: %02X", v8CPU_Flags);
				$display("Current Instruction: %04X", Instruction);
				for (i = 0; i < 16; i = i + 1) $display("R%02d: %02X", i, v8CPU_RegisterFile[i]);
				$display("-----------------------\n");
			end
		end
	end
endmodule
module v8cpu (
	input clk,
	input reset,
	output [7:0] portA,
	output [7:0] portB,
	input [7:0] pinC,
	input [7:0] pinD);
	wire [3:0] alu_op;
	wire [7:0] alu_a;
	wire [7:0] alu_b;
	wire [7:0] alu_c;
	wire [7:0] alu_flags;
	wire [7:0] alu_newFlags;
	wire memClk, memWE;
	wire [15:0] memAddress;
	wire [7:0] memData;
	wire [7:0] memQ;
	v8cpu_cu cu(.clk(clk), .reset(reset), .alu_op(alu_op), .alu_a(alu_a), .alu_b(alu_b), .alu_c(alu_c), .alu_flags(alu_flags), .alu_newFlags(alu_newFlags), .memClk(memClk), .memWE(memWE), .memAddress(memAddress), .memData(memData), .memQ(memQ));
	v8cpu_alu alu(.op(alu_op), .a(alu_a), .b(alu_b), .c(alu_c), .flags(alu_flags), .newFlags(alu_newFlags));
	v8cpu_mem_sim mem(.clk(memClk), .we(memWE), .address(memAddress), .data(memData), .q(memQ));
	v8cpu_io io(.clk(memClk), .reset(reset), .we(memWE), .address(memAddress), .data(memData), .q(memQ), .portA(portA), .portB(portB), .pinC(pinC), .pinD(pinD));
endmodule
$ cat flow/run.sh
#!/bin/bash
# OpenROAD 26Q1-2900-gdf79404cd8, Yosys 0.63+post, stock flow scripts
make -C /OpenROAD-flow-scripts/flow DESIGN_CONFIG=/design/flow/config.mk WORK_HOME=/design/flow/orfs finish
$ cat flow/config.mk
export PLATFORM = sky130hd
export DESIGN_NAME = v8cpu_alu
export DESIGN_NICKNAME = v8cpu_alu
export VERILOG_FILES = /design/flow/design.v
export SDC_FILE = /design/flow/constraint.sdc
export NUM_CORES = 4
export LEC_CHECK = 1
export CORE_AREA = 10 10 79 79
export DIE_AREA = 0 0 89 89
$ cat flow/constraint.sdc
current_design v8cpu_alu

set clk_period 4.3
set clk_io_pct 0.2

create_clock -name clk0 -period $clk_period

set non_clock_inputs [all_inputs -no_clocks]
set_input_delay [expr $clk_period * $clk_io_pct] -clock clk0 $non_clock_inputs
set_output_delay [expr $clk_period * $clk_io_pct] -clock clk0 [all_outputs]
==> Slide: Implementation Results <==
Implementation Results

Outcome
  – Run status: finished, final reports clean

Detailed routing
  – Via-to-Cell Ratio: 5.08
  – # DRC: 0
  – Diodes inserted: 0
  – Post-Route WL: 4.18 mm
  – Detailed Routing Iterations Pass 1: 4
  – Drt wl/cell: 13.7 um
  – Iteration-0 DRC Markers: 90
  – Total number of vias: 1556
  – Final ANT Viol Nets: 0

STA
  – Fin Setup TNS: 0 ns
  – Period minus WS final: 4.18 ns
  – Fin. max-slew vios: 0
  – Worst relative slew slack: 70.3%
  – Final Setup Violations: 0
  – Upper clock frequency limit: 239 MHz
  – Tcrit/Tclk final: 97.2%
  – Hold slack: 1.72 ns
  – RSZ-0062 raised after global routing: true
  – Final Hold Vio Count: 0
  – Final setup margin: 0.121 ns
  – Worst-Margin Slew: 0.444 ns

Setup path
  – CP Capture Type: output port
  – Crit-path cells: clkdlybuf4s50_1, inv_1, ha_1, nor2_2, a221oi_4, o22ai_2, mux2_4, a211o_1, clkdlybuf4s50_1
  – Worst Path Arrival: 3.32 ns
  – Startpoint types: input port
  – Crit path kind: input port to output port
  – Crit Path Max Fanout: 4
  – Slowest cell on crit path: clkdlybuf4s50_1
  – Slowest stage delay, CP: 0.47 ns
  – Worst Path Required: 3.44 ns
  – Worst path most repeated cell: clkdlybuf4s50_1

GRT
  – Vias in the first global route: 1526
  – GRT Total Usage: 10.7%
  – Initial antenna violation count: 0
  – Global-route wire length before repair: 7.08 mm
  – Grt ovf: 0
  – Largest net degree at the start of global routing: 24

Finish
  – Ratio of cells with drive above 1 in the final layout: 20.6%
  – Most frequent cells in the layout: clkdlybuf4s50_1, buf_4, inv_1
  – FF+latch area: 0 um2
  – Most frequent logic cell in the layout: clkdlybuf4s50_1
  – Clk_buf instances: 0
  – Flop count: 0
  – P&R area growth vs syn: 34.4%
  – Utilization after layout: 42.5%
  – Fin area: 0.00198 mm2

Power
  – Pwr Density: 111 mW/mm2
  – Int Pwr: 0.000116 W
  – Maximum VDD drop: 45.9 uV
  – Switching power: 0.000104 W
  – Sw Ratio: 47.4%
  – Comb pwr share: 100.0%
  – Lkg Pwr: 0.907 nW
  – Seq pwr share: 0%
  – Clock Power Share: 0%

Synthesis
  – Ys cells: 210
  – Mean Syn Cell Area: 7.01 um2
  – YS chip area: 0.00147 mm2
  – Yosys warnings: 2
  – Distinct lib cells: 56
  – Register share after synthesis: 0%
  – Cell Area, Synth: 0.00147 mm2
  – Post-Synthesis Cells: 210

Die
  – Die X-Extent: 89 um
  – Area of the die: 0.00792 mm2
  – Init Core Util: 31.6%
  – FP Rows: 25
  – Core area: 0.00466 mm2
  – Die height: 89 um
  – # IOs: 44

Place
  – Dpl hpwl: 3.38 mm
  – IO Port Bufs: 32
  – Routability congestion estimate: 0.881
  – Post-Place Cell Area: 0.00195 mm2
  – Pre-CTS setup slack: -0.0279 ns

Hold path
  – Hold Startpoint: flags[2]
  – Worst hold path type: input port to output port
  – Hold path depth: 0
  – Worst Hold End: newFlags[2]

Run
  – Tool warnings: 49
  – Max-capacitance violation count: 0
[logic make-up after synthesis]
logic type | share of synthesized area [%]
buf+inv | 16.6
mux | 4.59
compound gates | 33.6
fa+ha+maj | 23.1
simple gates | 20.3
xor+xnor | 1.78
[power by group through the flow]
stage | combinational, W | sequential (W) | clock (W)
after CTS | 0.000220 | 0 | 0
after global routing | 0.000247 | 0 | 0
final | 0.000220 | 0 | 0
[through the flow]
stage	total power, W	instances
floorplan	0.000130	210
finish	0.000220	306
CTS	0.000220	306
detailed placement	0.000217	306
global placement	0.000217	306
global route	0.000247	306
[cell usage after synthesis, types with 2 or more instances]
library cell | count | area, um2
nor4_1 | 2 | 12.5
o21a_1 | 2 | 15.0
nand2b_1 | 2 | 12.5
inv_1 | 25 | 93.8
a21o_1 | 2 | 15.0
nor2_1 | 15 | 56.3
buf_6 | 2 | 22.5
xnor2_1 | 2 | 17.5
o21bai_1 | 3 | 22.5
nor3_1 | 6 | 30.0
fa_1 | 2 | 40.0
nand3b_1 | 5 | 37.5
o21ai_0 | 8 | 40.0
nor2b_1 | 3 | 18.8
buf_4 | 8 | 60.1
o31ai_1 | 3 | 22.5
a211o_1 | 2 | 17.5
buf_2 | 3 | 15.0
a22oi_1 | 4 | 30.0
and3_1 | 2 | 12.5
o22ai_1 | 4 | 25.0
o21ba_2 | 2 | 20.0
a21oi_1 | 23 | 115
a31oi_1 | 5 | 31.3
mux2i_1 | 3 | 30.0
mux2_2 | 2 | 22.5
clkbuf_1 | 4 | 15.0
nor4_2 | 2 | 25.0
ha_1 | 24 | 300
nand2_1 | 14 | 52.6
[how the worst max path moves through the flow]
| stage | start | endpoint |
|---|---|---|
| 4_1_cts | b[0] | c[4] |
| 5_1_grt | a[0] | c[6] |
| 6_report | b[5] | c[7] |
[per-layer routing]
layer  global-route usage (%)  vias up  part of all wire [%]  routed length (um)
met5                        0        -                     0                   0
met4                    0.578        0                     0                   0
met3                     1.38        0                   6.2                 261
met2                     17.6       28                    45                1880
met1                     15.4      704                    49                2040
li1                         -      824                     -                   -
[worst max-delay path, delay by kind of cell]
family                   cells  cell delay, ns
AND/OR/NAND/NOR              1            0.09
multiplexers                 1            0.30
AND-OR/OR-AND                3            0.70
adder cells (fa/ha/maj)      1            0.42
buffers and inverters        3            0.94
[final cells by class]
type                            instances  area, um2
Fill cell                             491       2680
Tap cell                               54       67.6
Inverter                               27        114
Timing Repair Buffer                   61        543
Multi-Input combinational cell        164       1250
[timing repair]
item	CTS	global route
pin swaps	0	2
resized	4	9
setup endpoints to repair	1	6
hold buffers	0	0
setup buffers	0	0
Power figures rest on the tool's default switching activity, not on a simulated workload.
